$ cat /design/flow/run.sh
#!/bin/bash
# OpenROAD 26Q1-2900-gdf79404cd8, Yosys 0.63+post, stock flow scripts
make -C /OpenROAD-flow-scripts/flow DESIGN_CONFIG=/design/flow/config.mk WORK_HOME=/design/flow/orfs finish
$ cat /design/flow/config.mk
export PLATFORM = sky130hd
export DESIGN_NAME = video_pattern
export DESIGN_NICKNAME = video_pattern
export VERILOG_FILES = /design/flow/design.v
export SDC_FILE = /design/flow/constraint.sdc
export NUM_CORES = 4
export LEC_CHECK = 1
export CORE_UTILIZATION = 30
$ cat /design/flow/constraint.sdc
current_design video_pattern

set clk_period 5.7
set clk_io_pct 0.2

create_clock -name clk0 -period $clk_period [get_ports {pixel_clk}]

set non_clock_inputs [all_inputs -no_clocks]
set_input_delay [expr $clk_period * $clk_io_pct] -clock clk0 $non_clock_inputs
set_output_delay [expr $clk_period * $clk_io_pct] -clock clk0 [all_outputs]
$ cat /design/flow/design.v
module video_pattern #(parameter WIDTH=640, HEIGHT=480)(
    input pixel_clk, n_rst, active_video,
    input [$clog2(WIDTH)-1:0] h_pos,
    input [$clog2(HEIGHT)-1:0] v_pos,
    output [7:0] blue, green, red
);
reg [7:0] red_reg, green_reg, blue_reg;
wire [2:0] v_index, h_index;
reg [22:0] clk_cnt;
reg [2:0] n_cnt;
always @(posedge pixel_clk) begin
    if (clk_cnt == 6299000) begin
        if (n_cnt == 7) begin
            n_cnt <= 0;
            clk_cnt <= 0;
        end
        n_cnt <= n_cnt + 1;
        clk_cnt <= 0;
    end
    else
    clk_cnt <= clk_cnt + 1;
end
assign h_index = (h_pos * n_cnt) / WIDTH;
assign v_index = (v_pos * n_cnt) / HEIGHT;
assign h_phase = ((h_pos * n_cnt) / WIDTH);
always @(*)
if (v_index == 0) begin
    case (h_index)
    0: begin red_reg <= 8'hFF; green_reg <= 8'hFF; blue_reg <= 8'hFF; end  
    1: begin red_reg <= 8'hFF; green_reg <= 8'hFF; blue_reg <= 8'h00; end  
    2: begin red_reg <= 8'h00; green_reg <= 8'hFF; blue_reg <= 8'hFF; end  
    3: begin red_reg <= 8'h00; green_reg <= 8'hFF; blue_reg <= 8'h00; end  
    4: begin red_reg <= 8'hFF; green_reg <= 8'h00; blue_reg <= 8'hFF; end  
    5: begin red_reg <= 8'hFF; green_reg <= 8'h00; blue_reg <= 8'h00; end  
    6: begin red_reg <= 8'h00; green_reg <= 8'h00; blue_reg <= 8'hFF; end  
    endcase
end
else if (v_index == 1) begin
    case (h_phase)
    0: begin red_reg <= 8'hFF; green_reg <= 8'h00; blue_reg <= 8'h00; end  
    1: begin red_reg <= 8'h00; green_reg <= 8'h00; blue_reg <= 8'hFF; end  
    2: begin red_reg <= 8'hFF; green_reg <= 8'hFF; blue_reg <= 8'hFF; end  
    3: begin red_reg <= 8'hFF; green_reg <= 8'hFF; blue_reg <= 8'h00; end  
    4: begin red_reg <= 8'h00; green_reg <= 8'hFF; blue_reg <= 8'hFF; end  
    5: begin red_reg <= 8'h00; green_reg <= 8'hFF; blue_reg <= 8'h00; end  
    6: begin red_reg <= 8'hFF; green_reg <= 8'h00; blue_reg <= 8'hFF; end  
    endcase
end
else if (v_index == 2) begin
    case (h_index)
    0: begin red_reg <= 8'h00; green_reg <= 8'hFF; blue_reg <= 8'h00; end  
    1: begin red_reg <= 8'hFF; green_reg <= 8'h00; blue_reg <= 8'hFF; end  
    2: begin red_reg <= 8'hFF; green_reg <= 8'h00; blue_reg <= 8'h00; end  
    3: begin red_reg <= 8'h00; green_reg <= 8'h00; blue_reg <= 8'hFF; end  
    4: begin red_reg <= 8'hFF; green_reg <= 8'hFF; blue_reg <= 8'hFF; end  
    5: begin red_reg <= 8'hFF; green_reg <= 8'hFF; blue_reg <= 8'h00; end  
    6: begin red_reg <= 8'h00; green_reg <= 8'hFF; blue_reg <= 8'hFF; end  
    endcase
end
else if (v_index == 3) begin
    case (h_phase)
    0: begin red_reg <= 8'hFF; green_reg <= 8'hFF; blue_reg <= 8'h00; end  
    1: begin red_reg <= 8'h00; green_reg <= 8'hFF; blue_reg <= 8'hFF; end  
    2: begin red_reg <= 8'h00; green_reg <= 8'hFF; blue_reg <= 8'h00; end  
    3: begin red_reg <= 8'hFF; green_reg <= 8'h00; blue_reg <= 8'hFF; end  
    4: begin red_reg <= 8'hFF; green_reg <= 8'h00; blue_reg <= 8'h00; end  
    5: begin red_reg <= 8'h00; green_reg <= 8'h00; blue_reg <= 8'hFF; end  
    6: begin red_reg <= 8'hFF; green_reg <= 8'hFF; blue_reg <= 8'hFF; end  
    endcase
end
else if (v_index == 4) begin
    case (h_index)
    0: begin red_reg <= 8'h00; green_reg <= 8'h00; blue_reg <= 8'hFF; end  
    1: begin red_reg <= 8'hFF; green_reg <= 8'hFF; blue_reg <= 8'hFF; end  
    2: begin red_reg <= 8'hFF; green_reg <= 8'hFF; blue_reg <= 8'h00; end  
    3: begin red_reg <= 8'h00; green_reg <= 8'hFF; blue_reg <= 8'hFF; end  
    4: begin red_reg <= 8'h00; green_reg <= 8'hFF; blue_reg <= 8'h00; end  
    5: begin red_reg <= 8'hFF; green_reg <= 8'h00; blue_reg <= 8'hFF; end  
    6: begin red_reg <= 8'hFF; green_reg <= 8'h00; blue_reg <= 8'h00; end  
    endcase
end
else if (v_index == 5) begin
    case (h_phase)
    0: begin red_reg <= 8'hFF; green_reg <= 8'h00; blue_reg <= 8'hFF; end  
    1: begin red_reg <= 8'hFF; green_reg <= 8'h00; blue_reg <= 8'h00; end  
    2: begin red_reg <= 8'h00; green_reg <= 8'h00; blue_reg <= 8'hFF; end  
    3: begin red_reg <= 8'hFF; green_reg <= 8'hFF; blue_reg <= 8'hFF; end  
    4: begin red_reg <= 8'hFF; green_reg <= 8'hFF; blue_reg <= 8'h00; end  
    5: begin red_reg <= 8'h00; green_reg <= 8'hFF; blue_reg <= 8'hFF; end  
    6: begin red_reg <= 8'h00; green_reg <= 8'hFF; blue_reg <= 8'h00; end  
    endcase
end
else if (v_index == 6) begin
    case (h_index)
    0: begin red_reg <= 8'h00; green_reg <= 8'hFF; blue_reg <= 8'hFF; end  
    1: begin red_reg <= 8'h00; green_reg <= 8'hFF; blue_reg <= 8'h00; end  
    2: begin red_reg <= 8'hFF; green_reg <= 8'h00; blue_reg <= 8'hFF; end  
    3: begin red_reg <= 8'hFF; green_reg <= 8'h00; blue_reg <= 8'h00; end  
    4: begin red_reg <= 8'h00; green_reg <= 8'h00; blue_reg <= 8'hFF; end  
    5: begin red_reg <= 8'hFF; green_reg <= 8'hFF; blue_reg <= 8'hFF; end  
    6: begin red_reg <= 8'hFF; green_reg <= 8'hFF; blue_reg <= 8'h00; end  
    endcase
end
assign blue = blue_reg;
assign green = green_reg;
assign red = red_reg;
endmodule
==> summary.txt <==
Implementation numbers.

- The upper clock frequency limit reads 489 MHz.
- Fill cells in the final layout number 1263.
- The number of cell instances after yosys synthesis reads 506.
- Before any placement, the netlist area is recorded as between 0.003 and 0.004 sq mm.
- In the final layout, the registers with the most flip-flops are clk_cnt (23), n_cnt (3).
- According to the floorplan log, the row count is 41.
- The first-pass GRT wire length reads between 15000 and 20000 um.
- The clock reaches the later pin of the worst-skew pair after 0.25 ns.
- The final count of pins violating max slew reads 0.
- The area of the placeable core is 0.0128 sq mm.
- The number of flops mapped to enable cells by yosys reads 3.
- The overall die height reads 117 um.
- For this design, the CTS-stage hold fixing added 0 buffers.
- The clock transition at the registers of the reported paths reads 0.06 ns.
- A synthesized cell averages 7.89 sq um.
- The element type at the critical path end is a register.
- The final weighted congestion in routability-driven placement reads 0.886.
- The proportion of netlist area held by the largest area contributor is 11.5%.
- Along the worst path, the maximum fanout reaches 14.
- STA reports the tightest min-delay check as being of type reg2reg.
- The post-synthesis cell type with the largest instance count reads nand2_1.
- The first routing iteration left 259 violations.
- The remaining max-slew budget at the tightest pin is between 30% and 40%.
- Counting instances in the post-synthesis netlist gives the leading cell types as nand2_1, inv_1, nor2_1.
- The total routing usage reported by global routing reads 13.1%.
- Gates resized during post-CTS repair numbered 0.
- The total number of H-tree levels is 1.
- Summing all multi-input logic gate instances after layout gives 0.00302 sq mm.
- The fraction of registers with async set/reset reads 0%.
- The sequential cells in the finished layout cover a total of 596 sq um.
- The overall routed net length is 8490 um.
- The final count of negative-setup-slack endpoints reads 0.
- The synthesized instance count reads 506.
- The via count of the first global-routing pass was approximately 3400.
- The final core area utilization reads 35.1%.
- The flow ran to the end, and the final reports show no timing, DRC or antenna violations.
- Before placement the cells fill between 30% and 40% of the core.
- For the finished layout, the period the worst path requires is 2.05 ns.
- The standby leakage power reads 1.92 nW.
- The tally of yosys warning messages is 2.
- In this run, CTS created clock tree buffers numbering 3.
- TritonCTS built the clock tree.
- The post-detailed-route count of antenna-violating nets reads 0.
- The sum of net half-perimeters after detailed placement reads between 6000 and 7000 um.
- Per the detail_route report, routed wire per instance is 12.3 um.
- The internal reg-to-reg setup slack is 3.65 ns.
- The required time at the worst-slack endpoint is between 5 and 6 ns.
- The number of max-cap violations is 0.
- The flop and latch count out of synthesis reads 29.
- The arrival time reported for the critical path endpoint is ~2 ns.
- The nature of the critical path startpoint is a register.
- The distinct cell type count of the synthesized netlist reads ~80.
- The count of endpoints without a timing constraint reads 27.
- The critical path class is reg2reg.
- The worst clock skew on the final layout is 0.00257 ns.
- The DRC violations left is 0.
- The pin count of the biggest net entering global routing reads 21.
- The initial antenna violation count is 0.
- The highest ir drop seen on vdd reads 157 uV.
- The main area contributors are dfxtp_1, ha_1, fa_1.
- The total via count after detailed routing reads 3550.
- The commonest register cell is dfxtp_1.
- Setup repair after global routing left no endpoint under its margin.
- The buffer count from post-CTS setup fixing is 0.
- The flip-flop count of the largest register, all copies and words added reads 23.
- Counting flops per register, the top entry is clk_cnt.
- Adding up every negative setup slack in the final design gives 0 ns.
- The root buffer selected by CTS reads clkbuf_16.
- The die area is approximately 0.014 sq mm.
- The routed via count divided by cell count is a little over 5.
- At the pin with the least slew margin, the transition time is 0.938 ns.
- The remaining global-route overflow reads 0.
- The timer found 3 register pins that no clock reaches; their paths are not timed.
- The yosys stat chip area is 0.00399 sq mm.
- The warning total across the stage logs is 34.
- The maximum buffer depth of the clock tree is 2.
- The final antenna diode tally reported by the flow is 0.
- The power density of the placed cells reads approximately 79 mW/mm^2.
- The library cell occupying the most area in the post-synthesis netlist is dfxtp_1.
- The final hold violation count reads 0.
- The share of cells above drive strength 1 reads between 5 and 6%.
- Between the synthesized netlist and the finished layout, the area growth was recorded as 12.4%.
- The number of top-level pins is 46.
- The worst path uses 35.9% of the clock period.
- The die boundary width is 117 um.
- The number of buffers added on ports is 43.
- In the log, the iteration count for the first detailed-route pass is 5.
==> power by group <==
| part | total (W) | switching (W) | internal, W |
|---|---|---|---|
| Clock | 0.000152 | 0.0000564 | 0.0000954 |
| Combinational | 0.0000181 | 0.00000651 | 0.0000116 |
| Sequential | 0.000185 | 0 | 0.000185 |
| Total | 0.000354 | 0.0000629 | 0.000292 |
==> placed cells by master, fill, tap and decap left out, drive strengths merged, types with 10 or more instances in the layout <==
cell type	instances
dfxtp	23
xor2	11
nor2	32
a21oi	24
xnor2	19
and2	24
clkdlybuf4s50	43
inv	38
a21o	10
o21ai	20
o211ai	11
fa	17
nand3	26
ha	28
nand2	62
==> cells by family after synthesis <==
group	count (synthesis)	synth area share, %
AOI/OAI and AO/OA	124	25.2
muxes	1	0.251
buffers and inverters	74	9.47
adders and majority gates	45	17.3
latches	3	1.13
and+or+nand+nor	203	26.1
DFF	26	13.8
xor gates and xnor gates	30	6.77
==> stage by stage <==
stage	area (sq um)	cells	total power (W)	hold slack [ns]	setup slack, ns
2_1_floorplan	3990	506	0.000189	0.430	3.56
3_3_place_gp	4410	686	0.000207	0.439	3.66
3_5_place_dp	4410	686	0.000207	0.456	3.67
4_1_cts	4490	690	0.000359	0.471	3.65
5_1_grt	4490	690	0.000367	0.479	3.49
6_report	4490	690	0.000354	0.467	3.65
==> final cells by class <==
type                            instances  area share [%]
Clock buffer                            4            1.76
Sequential cell                        29            13.3
Timing Repair Buffer                   44            9.76
Multi-Input combinational cell        403            67.2
Inverter                               38            3.18
Tap cell                              172            4.80
==> per-layer routing <==
metal | part of all wire (%) | routed length (um) | global-route usage [%] | vias up
met5 | 0 | 0 | 0 | -
met1 | 50 | 4260 | 19.2 | 1657
met4 | 0.69 | 59 | 1.22 | 0
li1 | - | - | - | 1818
met2 | 46 | 3880 | 21.8 | 67
met3 | 3.4 | 287 | 1.19 | 8
==> worst paths after layout <==
check | from | endpoint | cells past startpoint
max | clk_cnt[3] | n_cnt[0] | 5
min | clk_cnt[0] | clk_cnt[0] | 1
max reg2reg | clk_cnt[3] | n_cnt[0] | 5
min reg2reg | clk_cnt[0] | clk_cnt[0] | 1
==> worst max-delay path, cell delays in order (launching register included) <==
cell     delay, ns
dfxtp_1       0.38
and3_1        0.20
nand2_1       0.09
or4_1         0.48
nor3_1        0.32
buf_4         0.27
No activity file was given, so power comes from the tool's default toggle rates.
