===== constraint.sdc =====
current_design tmds_encoder

set clk_period 4.2
set clk_io_pct 0.2

create_clock -name clk0 -period $clk_period [get_ports {pixel_clk}]

set non_clock_inputs [all_inputs -no_clocks]
set_input_delay [expr $clk_period * $clk_io_pct] -clock clk0 $non_clock_inputs
set_output_delay [expr $clk_period * $clk_io_pct] -clock clk0 [all_outputs]

===== config.mk =====
export PLATFORM = sky130hd
export DESIGN_NAME = tmds_encoder
export DESIGN_NICKNAME = tmds_encoder
export VERILOG_FILES = /design/flow/design.v
export SDC_FILE = /design/flow/constraint.sdc
export NUM_CORES = 4
export LEC_CHECK = 1
export CORE_UTILIZATION = 50

===== run.sh =====
#!/bin/bash
# OpenROAD 26Q1-2900-gdf79404cd8, Yosys 0.63+post, stock flow scripts
make -C /OpenROAD-flow-scripts/flow DESIGN_CONFIG=/design/flow/config.mk WORK_HOME=/design/flow/orfs finish

===== design.v =====
module tmds_encoder #(parameter CHANNEL=0)(
    input pixel_clk, n_rst,
    input active_video, d_0, d_1, video_gb, data_island_gb,     
    input [7:0] data_in,
    output [9:0] data_out
);
reg [3:0] n_1_data_in;
reg [3:0] n_1_q_m;
reg [3:0] n_0_q_m;
reg [8:0] q_m;
reg [9:0] q_out;
reg signed [4:0] cnt;
integer i;
always @(posedge pixel_clk, negedge n_rst)
if (~n_rst) begin
    cnt <= 0;
    q_out <= 10'b0000000000;
end
else if (active_video) begin
    n_1_data_in <= data_in[7] + data_in[6] + data_in[5] + data_in[4] +
                   data_in[3] + data_in[2] + data_in[1] + data_in[0];
    q_m[0] <= data_in[0];
    if (n_1_data_in > 4 || (n_1_data_in == 4 && data_in[0] == 0)) begin
        q_m[8] <= 1'b1;
        for (i = 1; i < 8; i = i + 1)
        q_m[i] <= q_m[i-1] ~^ data_in[i];
    end
    else begin
        q_m[8] <= 1'b0;
        for (i = 1; i < 8; i = i + 1)
        q_m[i] <= q_m[i-1] ^ data_in[i];
    end
    n_1_q_m <= q_m[7] + q_m[6] + q_m[5] + q_m[4] +
               q_m[3] + q_m[2] + q_m[1] + q_m[0];
    n_0_q_m <= 8 - n_1_q_m;
    if (cnt == 0 || n_1_q_m == n_0_q_m) begin
        q_out[9:8] <= {~q_m[8], q_m[8]};
        if (q_m[8]) begin
            q_out[7:0] <= q_m[7:0];
            cnt <= cnt + (n_1_q_m - n_0_q_m);
        end
        else begin
            q_out[7:0] <= ~q_m[7:0];
            cnt <= cnt + (n_0_q_m - n_1_q_m);
        end
    end
    else if ((cnt > 0 && n_1_q_m > n_0_q_m) || (cnt < 0 && n_0_q_m > n_1_q_m)) begin
        q_out <= {1'b1, q_m[8], ~q_m[7:0]};
        cnt <= cnt + 2 * q_m[8] + (n_0_q_m - n_1_q_m);
    end
    else begin
        q_out <= {1'b0, q_m[8], q_m[7:0]};
        cnt <= cnt - 2 * (~q_m[8]) + (n_1_q_m - n_0_q_m);
    end
end
else begin
    if (video_gb) begin
        case (CHANNEL)
        0: q_out <= 10'b1011001100;
        1: q_out <= 10'b0100110011;
        2: q_out <= 10'b1011001100;
        endcase
    end
    else if (data_island_gb) begin
        if (CHANNEL != 0) q_out <= 10'b0100110011;
    end
    else begin
        case ({d_1, d_0})
        2'b00: q_out <= 10'b1101010100;
        2'b01: q_out <= 10'b0010101011;
        2'b10: q_out <= 10'b0101010100;
        2'b11: q_out <= 10'b1010101011;
        endcase
    end
    cnt <= 0;
end
assign data_out = ~q_out;
endmodule

==> notes.md <==
impl run done, here's what came out: maximum fanout along the worst path 3, router iterations before antenna repair 4, Period minus WS final ~3.6 ns, hold_sp q_out[6], fraction of synthesis flops using an asynchronous set or reset pin 0.417, reg2reg path depth 10, sort of element at the start of the critical path input port, Hold Crit Endpoint q_out[6], count of port buffers added during placement 24, tally of OpenROAD warnings 35, post-synthesis chip area from yosys between 3000 and 4000 sq um, cell breakdown of the critical path clkdlybuf4s50_1 > fa_1 > inv_1 > fa_1 > fa_1 > inv_1 > ha_1 > inv_1 > fa_1 > xnor2_1, Resized Gates After CTS 0, count of final hold-check violations 0, GR Overflow Total 0, list of most frequent post-synthesis cells inv_1, ha_1, fa_1, main area contributors edfxtp_1, ha_1, fa_1, clock skew after layout 0.00615 ns, post-synthesis sequential area ratio 0.302, clock tree sinks 36, total via count after detailed routing about 2,300, detailed-placement wirelength estimate roughly 5.1 mm, Skew-Pair Late Insertion Delay between 0.2 and 0.3 ns, unrepaired setup endpoints after global routing false, number of global-route vias before repair about 2,400, period utilization 0.848, FP Util 0.522, cell with the largest stage delay on the worst path fa_1, CTS Hold Bufs 0, layout cell share with drive strength beyond 1 0.0559, Worst Path Buf+Inv 4, Synth Cell Area between 3000 and 4000 sq um, Total Power Consumption between 2000 and 2500 uW, number of max-cap violations 0, Detail Route Antenna Nets 0, Seq cells post-synth 36, Slew @ Worst Pin ~0.76 ns, final setup fails 0, most frequent cell after synthesis inv_1, area of the placeable core about 6400 sq um, Post CTS Setup Buffer Count 0, total I/O pin count 25, worst min path class register to register, number of flops mapped to enable cells by yosys 21, peak ir drop on the vdd network 355 uV, number of fill cells in the layout 536, worst flop-to-flop path startpoint n_1_q_m[1], routability cong. about 0.86, remaining routing DRC violations 0, main flop type after synthesis edfxtp_1, cell count after synthesis between 300 and 400, CTS tree done, worst rel slew slack 0.492, routed vias/inst 5.24, wire length reported by the detailed router around 6.3 mm, yosys synthesis warning count 1, cell depth of the worst min-delay path 2, maximum number of buffers from clock root to sink 2, ANT cells 0, top cell type's share of synthesized area 0.189, cells in synth_stat.txt between 300 and 400, post-synth top area cell edfxtp_1, average routed wire per standard cell between 10 and 15 um, Clk Tree Root Cell clkbuf_8, DIE HEIGHT 83.7 um, initial antenna violation count 0, maximum clock frequency 281 MHz, Starting DRT DRC Count 62, final hold slack 0.587 ns, data required time of the worst path around 4.2 ns, combined area of the multi-input logic cells slightly above 2000 sq um, pin count of the biggest net entering global routing 22, critical path capture point type register, path type of the worst setup path input port to register, pwr/cell area slightly above 600 nW/um^2, average instance area after synthesis 10.1 sq um, cell row count 29, Flop area 1010 sq um, outcome finished clean, clock buffers created by TritonCTS 5, WP data arrival ~3.6 ns, area added between synthesis and finish 12.7%, H-tree depth 2, summed negative setup slack over all endpoints 0 ns, RR Endpoint cnt[3], Unique cell types 48, first-pass GRT wire length roughly 11 mm, most frequent cell on the critical path fa_1, highest cell delay on the worst timing path approximately 0.56 ns, first element of the critical path data_in[0], overall global routing resource usage 0.211, max-slew violation count 0, static leakage between 0.0015 and 0.002 uW, horizontal die dimension 83.7 um, clk slew on worst S/H paths about 0.07 ns, family with the most delay on the worst path adder cells, Die Size about 7000 sq um, register-to-register path setup slack approximately 1.0 ns
-- how the worst max path moves through the flow --
stage | end | slack, ns | cells past startpoint
after CTS | n_1_data_in[2] | 0.62 | 10
after global routing | n_1_data_in[2] | 0.52 | 10
final | n_1_data_in[2] | 0.64 | 10
-- flip-flops by register name, summed over array words and instances (netlist names) --
name	cells
n_1_data_in	4
n_0_q_m	4
n_1_q_m	4
q_out	10
q_m	9
cnt	5
-- per-stage QoR --
step | util | cell area (sq um) | cells | setup slack (ns)
after floorplan | - | 3330 | 331 | 0.923
after global placement | 0.572 | 3650 | 427 | 0.359
after detailed placement | 0.572 | 3650 | 427 | 0.310
after CTS | 0.588 | 3760 | 435 | 0.617
after global routing | 0.588 | 3760 | 435 | 0.516
final | 0.588 | 3760 | 435 | 0.639
-- cells by family after synthesis --
kind of cell             share of synthesized area
AND-OR/OR-AND                                0.120
AND/OR/NAND/NOR                              0.106
buffers and inverters                       0.0897
adder cells (fa/ha/maj)                      0.290
XOR/XNOR                                    0.0788
multiplexers                                0.0131
flip-flops                                   0.302
-- area by class of cell --
cell class	instances	area share
timing repair buffer	27	0.0699
multi-input combinational	219	0.540
tap	77	0.0256
clock inverter	2	0.00932
inverter	68	0.0679
clock buffer	6	0.0193
sequential	36	0.268
-- routing by layer --
metal  vias up  global-route usage  share of wire
met4         0              0.0539          0.029
met3        15              0.0261          0.025
li1       1174                   -              -
met5         -                   0              0
met1      1060               0.313           0.46
met2        30               0.350           0.49
-- layout by cell type (no fill, tap or decap), types with 2 or more instances in the layout --
| cell type | instances |
|---|---|
| a31oi_1 | 8 |
| buf_4 | 3 |
| a21o_1 | 6 |
| and4_1 | 3 |
| a21oi_1 | 19 |
| and3_1 | 3 |
| o211ai_1 | 2 |
| nor3b_1 | 2 |
| nand2b_1 | 3 |
| clkdlybuf4s50_1 | 24 |
| inv_1 | 67 |
| o21ai_0 | 4 |
| o21ai_1 | 3 |
| fa_1 | 24 |
| ha_1 | 39 |
| xor2_1 | 13 |
| nand4_1 | 6 |
| xnor2_1 | 17 |
| clkbuf_8 | 5 |
| o31ai_1 | 3 |
| o22ai_1 | 3 |
| dfrtp_1 | 15 |
| nand3_1 | 5 |
| o21a_1 | 2 |
| nor2b_1 | 3 |
| a31o_1 | 4 |
| nor3_1 | 9 |
| edfxtp_1 | 21 |
| mux2_2 | 3 |
| nand2_1 | 13 |
| nor2_1 | 6 |
| and2_1 | 2 |
-- worst reg2reg max path: cells and delay by family (launching register included) --
family                   cells  cell delay (ns)
flip-flops                   1             0.51
buffers and inverters        3             0.33
XOR/XNOR                     1             0.17
AND-OR/OR-AND                2             0.42
adder cells (fa/ha/maj)      4             1.65
-- power by group --
group / total [uW] / switching, uW / internal (uW)
Combinational: 1430 / 753 / 682
Clock: 299 / 123 / 176
Sequential: 556 / 80.1 / 476
Total: 2290 / 956 / 1330
Power and IR drop assume default switching activity.
