==> /design/flow/design.v <==
module image_filter #(parameter WIDTH=534, HEIGHT=400)(
    input pixel_clk, n_rst,
    input [7:0] pixel_in,
    input [$clog2(WIDTH)-1:0] h_pos,
    input [$clog2(480)-1:0] v_pos,
    output reg [7:0] pixel_out
);
(* ram_style = "block" *)
reg [7:0] line_1 [0:WIDTH-1];
reg [7:0] line_2 [0:WIDTH-1];
reg [7:0] pixel_00, pixel_01, pixel_02;
reg [7:0] pixel_10, pixel_11, pixel_12;
reg [7:0] pixel_20, pixel_21, pixel_22;
reg signed [10:0] D_x;
reg signed [10:0] D_y;
reg signed [11:0] mag_D;
localparam N_WIDTH = (640 - WIDTH) / 2;
localparam N_HEIGHT = (480 - HEIGHT) / 2;
always @(posedge pixel_clk, negedge n_rst) begin
    if (~n_rst) begin
        pixel_00 <= 8'd0; pixel_01 <= 8'd0; pixel_02 <= 8'd0;
        pixel_10 <= 8'd0; pixel_11 <= 8'd0; pixel_12 <= 8'd0;
        pixel_20 <= 8'd0; pixel_21 <= 8'd0; pixel_22 <= 8'd0;
        D_x <= 11'd0;
        D_y <= 11'd0;
        mag_D <= 12'd0;
        pixel_out <= 8'd0;
    end
    else begin
        pixel_00 <= pixel_01;  pixel_01 <= pixel_02;  pixel_02 <= line_2[h_pos];
        pixel_10 <= pixel_11;  pixel_11 <= pixel_12;  pixel_12 <= line_1[h_pos];
        pixel_20 <= pixel_21;  pixel_21 <= pixel_22;  pixel_22 <= pixel_in;
        line_2[h_pos] <= line_1[h_pos];
        line_1[h_pos] <= pixel_in;
        D_x <= ( $signed({1'b0,pixel_02}) + ($signed({1'b0,pixel_12}) <<< 1) + $signed({1'b0,pixel_22}) )
             - ( $signed({1'b0,pixel_00}) + ($signed({1'b0,pixel_10}) <<< 1) + $signed({1'b0,pixel_20}) );
        D_y <= ( $signed({1'b0,pixel_20}) + ($signed({1'b0,pixel_21}) <<< 1) + $signed({1'b0,pixel_22}) )
             - ( $signed({1'b0,pixel_00}) + ($signed({1'b0,pixel_01}) <<< 1) + $signed({1'b0,pixel_02}) );
        mag_D <= (D_x[10] ? -D_x : D_x) + (D_y[10] ? -D_y : D_y);
        if (h_pos >= (N_WIDTH + 2) && h_pos < (WIDTH + N_WIDTH) &&
            v_pos >= N_HEIGHT && v_pos < (HEIGHT + N_HEIGHT))
            pixel_out <= pixel_in;
        else begin
            if (mag_D < 0) pixel_out <= 8'd0;
            else if (mag_D > 255) pixel_out <= 8'd255;
            else pixel_out <= mag_D[7:0];
        end
    end
end
endmodule
==> /design/flow/run.sh <==
#!/bin/bash
# OpenROAD 26Q1-2900-gdf79404cd8, Yosys 0.63+post, stock flow scripts
make -C /OpenROAD-flow-scripts/flow DESIGN_CONFIG=/design/flow/config.mk WORK_HOME=/design/flow/orfs finish
==> /design/flow/config.mk <==
export PLATFORM = sky130hd
export DESIGN_NAME = image_filter
export DESIGN_NICKNAME = image_filter
export VERILOG_FILES = /design/flow/design.v
export SDC_FILE = /design/flow/constraint.sdc
export NUM_CORES = 4
export LEC_CHECK = 1
export CORE_UTILIZATION = 30
==> /design/flow/constraint.sdc <==
current_design image_filter

set clk_period 19.8
set clk_io_pct 0.2

create_clock -name clk0 -period $clk_period [get_ports {pixel_clk}]

set non_clock_inputs [all_inputs -no_clocks]
set_input_delay [expr $clk_period * $clk_io_pct] -clock clk0 $non_clock_inputs
set_output_delay [expr $clk_period * $clk_io_pct] -clock clk0 [all_outputs]
==> flow_summary.ini <==
; flow metrics
[synthesis]
ys_chip_area_um2 = 325000
synth-main-ff-cell = edfxtp_1
avgSynthCellArea_um2 = 17.2
synth_flops = 8658
yosys_warnings = 3
ys_seq_share_pct = 79.8
ys_cells = 18900
yosysTopAreaCellShare_pct = 78.9
top_area_cell = edfxtp_1
syn_area_um2 = 325000
ys_types = 78
synthTopCellsByArea = edfxtp_1, a22oi_1, nand4_1, a22o_1, nor3_1
synthArstFlopShare_pct = 1.32
edf_count = 8544
synthCells = 18900

[clock_network]
postCtsSetupBuffers = 0
ctsResizeCount = 0
cts_buffers = 824
holdBufCountCts = 0
cts_sinks = 8658
cts_max_level = 6
root_buffer = clkbuf_16
clock_path_buffers = 4

[placed_design]
placed_area_um2 = 366000
portBuffers = 33
gp_congestion = 1.65
placed_cells = 34800
dp.final_hpwl_um = 2200000

[outcome]
failed_stage = global routing
error_line = [ERROR GRT-0116] Global routing finished with congestion. Check the congestion regions in the DRC Viewer.
status = aborted with a tool error

[floorplan]
die_h_um = 1040
die_x_um = 1040
ios = 37
initCoreUtil_pct = 30.1
num_rows = 382

[grt]
grt_max_degree = 111
gr-usage-all-layers_pct = 88.5
grt_pass1_vias = 411000
gr-total-overflow = 95200
grt_pass1_wl_um = 5800000
## kinds of logic after synthesis
kind of cell             count (synthesis)  share of synthesized area (%)
AND-OR/OR-AND                         3618                           8.64
XOR/XNOR                                33                         0.0889
adder cells (fa/ha/maj)                100                          0.530
buffers and inverters                 1488                           1.93
flip-flops                            8658                           79.8
multiplexers                            10                         0.0369
AND/OR/NAND/NOR                       5003                           9.02
## through the flow
stage,worst slack (ps),hold slack (ps)
2_1_floorplan,-5270,331
3_3_place_gp,5510,347
3_5_place_dp,6150,336
4_1_cts,7320,341
## cells in the mapped netlist, types with 9 or more instances
master / n
buf_6: 23
nand2_1: 418
buf_4: 54
dfrtp_1: 114
and4_1: 265
clkbuf_1: 885
nor4_1: 378
and2_1: 278
and3_1: 14
a2bb2oi_1: 12
a22o_1: 503
fa_1: 63
a21oi_1: 28
nor4bb_1: 15
nor3_2: 25
a222oi_1: 28
a221oi_1: 138
or3_1: 9
edfxtp_1: 8544
buf_1: 131
nor4b_2: 9
inv_1: 148
a22oi_1: 2740
o2bb2ai_1: 9
nand3_1: 352
a32oi_1: 58
buf_2: 246
o21ai_0: 26
xnor2_1: 30
nand4_1: 2118
a32o_1: 12
or4_1: 58
nand2b_1: 11
nor2_1: 314
ha_1: 37
nor3_1: 679
nand4bb_1: 12
## layer usage
metal | GRT overflow | GRT usage (%)
met5 | 1553 | 69.5
met4 | 10300 | 72.8
met3 | 14300 | 79.0
met2 | 44700 | 104
met1 | 24400 | 89.0
